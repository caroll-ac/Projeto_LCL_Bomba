[flow/config.mk]
export PLATFORM = sky130hd
export DESIGN_NAME = contador
export DESIGN_NICKNAME = contador
export VERILOG_FILES = /design/flow/design.v
export SDC_FILE = /design/flow/constraint.sdc
export NUM_CORES = 4
export LEC_CHECK = 1
export CORE_AREA = 10 10 101 101
export DIE_AREA = 0 0 111 111
[flow/constraint.sdc]
current_design contador

set clk_period 5.0
set clk_io_pct 0.2

create_clock -name clk0 -period $clk_period [get_ports {clk_1Hz}]

set non_clock_inputs [all_inputs -no_clocks]
set_input_delay [expr $clk_period * $clk_io_pct] -clock clk0 $non_clock_inputs
set_output_delay [expr $clk_period * $clk_io_pct] -clock clk0 [all_outputs]
[flow/design.v]
module contador (
    input wire clk_1Hz,
    input wire start,
    input wire sinalvitoria,
    output reg [3:0] minutos,
    output reg [3:0] segundos_dez,
    output reg [3:0] segundos_unidade,
    output reg [3:0] decimos,
    output reg sinalderrota
);
    reg [3:0] contador_minutos;
    reg [3:0] contador_segundos_dez;
    reg [3:0] contador_segundos_unidade;
    reg [3:0] contador_decimos;
    reg rodando;
    always @(negedge start or posedge clk_1Hz) begin
        if (!start) begin
            contador_minutos <= 4;
            contador_segundos_dez <= 5;
            contador_segundos_unidade <= 9;
            contador_decimos <= 9;
            rodando <= 1;
            sinalderrota <= 0;
        end else if (rodando && !sinalvitoria) begin
            if (contador_decimos > 0) begin
                contador_decimos <= contador_decimos - 1;
            end else begin
                contador_decimos <= 9;
                if (contador_segundos_unidade > 0) begin
                    contador_segundos_unidade <= contador_segundos_unidade - 1;
                end else begin
                    contador_segundos_unidade <= 9;
                    if (contador_segundos_dez > 0) begin
                        contador_segundos_dez <= contador_segundos_dez - 1;
                    end else begin
                        contador_segundos_dez <= 5;
                        if (contador_minutos > 0) begin
                            contador_minutos <= contador_minutos - 1;
                        end else begin
                            rodando <= 0;
                            sinalderrota <= 1;
                        end
                    end
                end
            end
        end
    end
    always @(posedge clk_1Hz) begin
        minutos <= contador_minutos;
        segundos_dez <= contador_segundos_dez;
        segundos_unidade <= contador_segundos_unidade;
        decimos <= contador_decimos;
    end
endmodule
[flow/run.sh]
#!/bin/bash
# OpenROAD 26Q1-2900-gdf79404cd8, Yosys 0.63+post, stock flow scripts
make -C /OpenROAD-flow-scripts/flow DESIGN_CONFIG=/design/flow/config.mk WORK_HOME=/design/flow/orfs finish
==> GITHUB_STEP_SUMMARY <==
### Flow metrics

| Metric | Value |
|---|---|
| Cells on worst reg2reg path | `4` |
| Clock-pin slew on the worst setup and hold paths | `70 ps` |
| Number of synthesized flops with an enable pin | `0` |
| Die height | `111 um` |
| Cell accounting for the most synthesized area | `dfxtp_1` |
| Late-Pin Clk Latency | `280 ps` |
| Worst path slowest cell | `clkdlybuf4s50_1` |
| Crit path DAT | `2670 ps` |
| Top cells by area | `dfxtp_1 (28%), dfrtp_1 (22%), dfstp_2 (18%)` |
| Crit share post-route | `0.494` |
| CP Class | `primary input to flop` |
| Least-Margin Pin Slew | `802 ps` |
| Max VDD drop | `0.0964 mV` |
| RSZ-0062 raised after global routing | `no` |
| Post-CTS Repair Setup Buffers | `0` |
| H-tree depth | `2` |
| Final hold violation count | `0` |
| Flops after synth | `34` |
| Io pins | `20` |
| Vias in the first global route | `718` |
| Post-route DRC | `0` |
| Power Density | `308 mW/mm2` |
| Delay-heaviest family, CP | `simple AND/OR/NAND/NOR gates` |
| Routability cong. | `0.756` |
| Antenna Cells | `0` |
| CTS buffer count | `5` |
| Layout fillers | `866` |
| CP Buf/Inv Count | `1` |
| Post-Place Cells | `210` |
| Remaining antenna violation count | `0` |
| Hold_buf cts | `0` |
| Sum Neg Setup Slack | `0 ps` |
| Die area | `0.0123 mm2` |
| Endpoints failing setup | `0` |
| Synthesized instance count | `86` |
| Routed len/inst | `9.73 um` |
| Post-synth seq share | `0.683` |
| Clock Skew | `5.01 ps` |
| Hold Path Cell Cnt | `0` |
| CTS tree | `built` |
| Starting density of the core | `0.141` |
| Logic area | `352 um2` |
| GRT Residual Overflow | `0` |
| Mapped Area | `0.00114 mm2` |
| Worst rel slew slack | `0.463` |
| Tot GR Track Use | `0.0345` |
| Synth cell types | `25` |
| Final core utilization | `0.191` |
| Clock Tree Root | `clkbuf_8` |
| Via density | `3.30` |
| Synth-to-Final Area Change | `36.1%` |
| Post_cts resized | `0` |
| Layout Cells excl Fill | `218` |
| Critical path depth | `5` |
| Fin crit period | `2470 ps` |
| Crit end category | `flop` |
| Fmax | `405 MHz` |
| Post-route cell area | `0.00156 mm2` |
| # port buffers | `19` |
| WHS | `386 ps` |
| Clock Tree Buf Depth | `2` |
| Syn Area/Cell | `13.3 um2` |
| Synth top area share | `0.280` |
| Slew Viols, Final | `0` |
| DR iter-0 viols | `60` |
| Largest net degree at the start of global routing | `19` |
| Placement-stage cell area | `0.00147 mm2` |
| Storage cell area | `781 um2` |
| Clk sinks | `34` |
| Worst-path cell chain | `clkdlybuf4s50_1 > nor4b_4 > nand4_4 > nor3_1 > mux2i_1` |
| Max stage delay on crit path | `450 ps` |
| Max-cap viol count | `0` |
| Count of tool warnings | `25` |
| First-pass DRT Iterations | `2` |
| Yosys cell count | `86` |
| Core Region | `0.00813 mm2` |
| Async SR Flop Fraction | `0.529` |
| Yosys warnings | `1` |
| FP Rows | `33` |
| Crit path launch type | `primary input` |
| Via count | `719` |
| Synthesis area per yosys | `0.00114 mm2` |
| Die X | `111 um` |
| Leak Pwr | `0.626 nW` |
| WL final | `2120 um` |
| Worst Path Max Fanout | `9` |
| Status | `finished, final reports clean` |
| Initial antenna violation count | `0` |
| Share of layout cells above drive strength 1 | `0.195` |
| Hold Crit Class | `flop to flop` |
| First-pass GRT wire length | `3570 um` |
| Dpl hpwl | `1540 um` |
| Main synth FF type | `dfxtp_1` |
| Worst path required time | `5210 ps` |
[layout by cell type, fill, tap and decap left out, drive strengths merged, types with 5 or more instances in the layout]
cell	synthesis	final
nand2	6	6
nor2	7	7
dfstp	8	8
dfxtp	16	16
nor3	5	5
clkbuf	0	7
dfrtp	10	10
clkdlybuf4s50	0	19
[area by class of cell]
type	count	area share
clock inverters	1	0.00322
inverters	3	0.00723
clock buffers	7	0.0555
multi-input cells	49	0.226
repair buffers	19	0.122
flip-flops and latches	34	0.502
well taps	105	0.0844
[through the flow]
stage	setup WS [ps]	power, W
global placement	2290	0.000284
detailed placement	2230	0.000284
CTS	2520	0.000490
floorplan	2860	0.000279
global route	2430	0.000499
finish	2530	0.000480
[synth_stat cells, types with 2 or more instances]
library cell  instances
dfxtp_1              16
inv_1                 3
o21ai_0               4
nand2_1               6
or4_1                 2
xor2_1                4
dfstp_2               8
xnor2_1               4
nor3_1                5
nand3_1               2
nand2b_1              3
nor2_1                7
dfrtp_1              10
[path summary, 6_finish.rpt]
| check | from | end | slack, ps |
|---|---|---|---|
| max reg2reg | rodando$_DFFE_PN1P_ | contador_minutos[1]$_DFFE_PN0P_ | 3190 |
| min in group asynchronous | start | contador_segundos_dez[1]$_DFFE_PN0P_ | 1180 |
| min | contador_minutos[1]$_DFFE_PN0P_ | minutos[1]$_DFF_P_ | 390 |
| max in group asynchronous | start | contador_segundos_unidade[2]$_DFFE_PN0P_ | 3310 |
| max | sinalvitoria | contador_minutos[1]$_DFFE_PN0P_ | 2530 |
| min reg2reg | contador_minutos[1]$_DFFE_PN0P_ | minutos[1]$_DFF_P_ | 390 |
[cell families (layout without fill, tap and decap cells)]
family	count (synthesis)	in the layout	share of synthesized area
DFF	34	34	0.683
adders and majority gates	1	1	0.0109
buffers and inverters	3	30	0.00985
and+or+nand+nor	32	32	0.181
AOI/OAI and AO/OA	6	6	0.0361
muxes	2	2	0.0186
xor gates and xnor gates	8	8	0.0613
[routing by layer]
layer / GRT usage / share of wire / wire, um / vias up
li1: - / - / - / 347
met1: 0.0456 / 0.46 / 969 / 351
met2: 0.0515 / 0.46 / 970 / 16
met3: 0.0137 / 0.061 / 129 / 5
met4: 0.00868 / 0.025 / 52 / 0
met5: 0 / 0 / 0 / -
[state kept, by name (all words and copies together) (netlist names)]
signal and flops:
sinalderrota 1, minutos 4, decimos 4, segundos_dez 4, contador_decimos 4, contador_segundos_unidade 4, contador_segundos_dez 4, segundos_unidade 4
rodando 1, contador_minutos 4
[report_power, final]
| part | internal [W] | switching (W) |
|---|---|---|
| combinational | 0.00000150 | 0.00000309 |
| sequential | 0.000273 | 0 |
| clock | 0.000111 | 0.0000912 |
| total | 0.000386 | 0.0000943 |
No activity file was given, so power comes from the tool's default toggle rates.
