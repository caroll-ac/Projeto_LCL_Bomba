===== flow/design.v =====
module geradordicas (
    input wire CLOCK_50,
    input wire reset,
    input wire [6:0] attempt,
    input wire [6:0] password,
    output reg [6:0] hint
);
    wire [6:0] random_number;
    reg [1:0] operation;  
    lfsr lfsr_inst (
        .CLOCK_50(CLOCK_50),
        .reset(reset),
        .random_number(random_number)
    );
    always @(posedge CLOCK_50 or posedge reset) begin
        if (reset) begin
            operation <= 2'b00;  
        end else begin
            operation <= random_number[1:0];  
        end
    end
    always @(*) begin
        case (operation)
            2'b00: hint <= attempt ^ password;  
            2'b01: hint <= attempt & password;  
            2'b10: hint <= attempt | password;  
            2'b11: hint <= ~attempt;  
            default: hint <= 7'b0000000;
        endcase
    end
endmodule
module lfsr (
    input wire CLOCK_50,
    input wire reset,
    output reg [6:0] random_number
);
    reg [6:0] lfsr_reg;  
    wire feedback;
    assign feedback = lfsr_reg[6] ^ lfsr_reg[5];  
    always @(posedge CLOCK_50 or posedge reset) begin
        if (reset) begin
            lfsr_reg <= 7'b1111111;  
        end else begin
            lfsr_reg <= {lfsr_reg[5:0], feedback};  
        end
    end
    always @(*) begin
        random_number = lfsr_reg;
    end
endmodule

===== flow/run.sh =====
#!/bin/bash
# OpenROAD 26Q1-2900-gdf79404cd8, Yosys 0.63+post, stock flow scripts
make -C /OpenROAD-flow-scripts/flow DESIGN_CONFIG=/design/flow/config.mk WORK_HOME=/design/flow/orfs finish

===== flow/constraint.sdc =====
current_design geradordicas

set clk_period 2.1
set clk_io_pct 0.2

create_clock -name clk0 -period $clk_period [get_ports {CLOCK_50}]

set non_clock_inputs [all_inputs -no_clocks]
set_input_delay [expr $clk_period * $clk_io_pct] -clock clk0 $non_clock_inputs
set_output_delay [expr $clk_period * $clk_io_pct] -clock clk0 [all_outputs]

===== flow/config.mk =====
export PLATFORM = sky130hd
export DESIGN_NAME = geradordicas
export DESIGN_NICKNAME = geradordicas
export VERILOG_FILES = /design/flow/design.v
export SDC_FILE = /design/flow/constraint.sdc
export NUM_CORES = 4
export LEC_CHECK = 1
export CORE_AREA = 10 10 70 70
export DIE_AREA = 0 0 80 80

==> run summary <==
run status = finished clean
standard cell area after detailed placement = 973.4 um^2
maximum resistive drop on vdd = 0.3523 mV
flip-flop cell with the highest count after synthesis = sky130_fd_sc_hd__dfstp_2
first-pass iteration count of the detailed router = 2
sort of element at the end of the critical path = output port
final cell count without fillers = 130
arrival time of the worst setup path = 1.62 ns
Max Buffers Root-to-Sink = 2
pwr/cell area = 397.3 nW/um^2
number of vias per cell = 3.415
maximum number of pins on one net before global-route repair = 10
peak fanout along the critical path = 2
number of nets with antenna violations after routing = 0
routed wire length per instance = 9.469 um
kind of cell adding the most delay to the critical path = buffers and inverters
clock transition at the register clock pins on the worst setup and hold paths after CTS = 0.06 ns
average instance area after synthesis = 12.38 um^2
antenna violations before repair = 0
EDFF count, synth = 0
GRT Residual Overflow = 0
total design power = 0.0003867 W
crit start category = input pin
via count of the first global-routing pass = 508
global-route usage over all layers = 4.420%
fraction of layout cells with a size suffix above 1 = 35.71%
critical path type = input pin to output port
clock buffers created by TritonCTS = 3
Pre-Place Util = 19.93%
unrepaired setup endpoints after global routing = false
highest clock rate = 491.3 MHz
CTS H-tree lvls = 1
number of buffer and inverter instances along the worst setup path = 3
number of standard cells reported by yosys = 55
via count = 444
clk ins delay skew pair = 0.26 ns
final hold violations = 0
CTS tree = done
slack of the critical path = 0.06457 ns
vertical die dimension = 80 um
Top-Level Pins = 23
half-perimeter wire length after placement = 1022 um
transition time at the pin with the least slew margin = 0.2922 ns
Iteration-0 DRC Markers = 6
register bit total from synthesis = 9
number of flip-flops in the largest register = 7
Post-Synthesis Cell Area = 680.7 um^2
cell taking the most area after synthesis = sky130_fd_sc_hd__dfstp_2
CP Cell Sequence = clkdlybuf4s15_1 > inv_2 > ha_1 > mux4_2 > dlygate4sd2_1
Log Warnings = 32
count of distinct cell types in the synthesized netlist = 7
biggest area cells = sky130_fd_sc_hd__dfstp_2, sky130_fd_sc_hd__ha_1, sky130_fd_sc_hd__mux4_2
top cell type's share of synthesized area = 27.02%
number of placed instances, taps included = 126
pins over their slew limit = 0
cell types with the highest counts after synthesis = sky130_fd_sc_hd__inv_1, sky130_fd_sc_hd__ha_1, sky130_fd_sc_hd__dfstp_2, sky130_fd_sc_hd__mux4_2
slowest library cell on the worst path = sky130_fd_sc_hd__mux4_2
count of buffers from port buffering = 22
fin crit period = 2.035 ns
reported leakage power = 0.4933 nW
type of the worst min-delay path = register to register
number of inserted diodes = 0
clock sinks = 9
post-route worst hold slack = 0.3492 ns
Design Area, Final = 973.4 um^2
crit share post-route = 96.93%
CP peak stage delay = 0.44 ns
Area growth, synth to finish = 43.01%
root buffer cell = sky130_fd_sc_hd__clkbuf_4
chip area line of the yosys report = 680.7 um^2
Slew Limit Headroom = 80.50%
GP Congestion = 0.7142
Synth Instances = 55
core outline area = 3416 um^2
asr flop ratio synth = 100.0%
Die X = 80 um
max_cap viols = 0
std cell rows = 21
Die Footprint = 6400 um^2
Post-Route Skew = 0.006586 ns
cell with the most instances after synthesis = sky130_fd_sc_hd__inv_1
sequential-to-total area share from yosys stat = 34.38%
Post-Place Setup Slack = -0.4498 ns
required time at the endpoint of the critical path = 1.68 ns
number of warnings printed during yosys synthesis = 2
quantity of hold-fixing buffers added after cts = 0
final setup vio count = 0
first-pass GRT wire length = 2270 um
DRC violation count after routing = 0
Detailed Route WL = 1231 um
## kinds of logic (layout without fill, tap and decap cells)
kind of cell | count (synthesis) | in the layout | share of synthesized area [%]
muxes | 7 | 7 | 23.16
xor gates and xnor gates | 1 | 1 | 1.287
buffers and inverters | 24 | 53 | 15.44
DFF | 9 | 9 | 34.38
adders and majority gates | 14 | 14 | 25.74
## worst paths after layout
kind	startpoint	end	slack (ns)	depth (start not counted)
hold reg to reg	lfsr_inst.lfsr_reg[2]	lfsr_inst.lfsr_reg[3]	0.35	0
setup / recovery	attempt[5]	hint[5]	0.06	5
min in group asynchronous	reset	operation[0]	0.42	2
setup reg to reg	lfsr_inst.lfsr_reg[6]	lfsr_inst.lfsr_reg[0]	1.35	1
max in group asynchronous	reset	lfsr_inst.lfsr_reg[5]	1.40	2
hold / removal	lfsr_inst.lfsr_reg[2]	lfsr_inst.lfsr_reg[3]	0.35	0
## metal layers
layer	track usage (%)	vias to the layer above	routed length [um]
li1	-	227	-
met1	5.559	198	520
met2	6.742	17	531
met3	2.500	2	172
met4	0.3521	0	7
met5	0	-	0
## cells in the final DEF (no fill, tap or decap), drive strengths merged
master         instances
inv                   22
ha                    14
clkdlybuf4s15          9
dlygate4sd2            8
clkbuf                 8
mux4                   7
dfstp                  7
buf                    5
dfrtp                  2
xor2                   1
clkdlybuf4s50          1
## cell type report
cell class / instances / area, um^2
Multi-Input combinational cell: 22 / 341.6
Inverter: 22 / 82.58
Fill cell: 345 / 2442
Clock buffer: 4 / 26.28
Timing Repair Buffer: 27 / 229.0
Sequential cell: 9 / 236.5
Tap cell: 46 / 57.56
## through the flow
stage / utilization, % / setup TNS, ns
final: 28.50 / 0
after global routing: 28.50 / 0
after CTS: 28.72 / 0
after detailed placement: 28.50 / -3.049
after global placement: 28.50 / -2.975
after floorplan: - / 0
## power by group
| group | switching, W | internal (W) | total (W) | leakage [nW] |
|---|---|---|---|---|
| sequential | 0 | 0.000174 | 0.000174 | 0.0968 |
| clock | 0.0000543 | 0.0000728 | 0.000127 | 0.0150 |
| combinational | 0.0000291 | 0.0000563 | 0.0000854 | 0.382 |
## timing repair
action | 4_1_cts | 5_1_grt
buffers inserted | 0 | 0
cloned | 0 | 0
pin swaps | 0 | 2
resized | 27 | 15
hold endpoints to repair | 0 | 0
endpoints found under the setup margin | 7 | 7
Power figures rest on the tool's default switching activity, not on a simulated workload.
