--- design.v ---
module fdiv (clkin,clkout);
input clkin;
output reg clkout;
integer cont;
initial
   cont=0;
always @(posedge clkin)
  begin
	if (cont==2500000)
		begin
			cont<=0;
			clkout<=~clkout;
		end
		else
		begin
			cont<=cont+1;
			clkout<=clkout;
		end
   end
endmodule
--- config.mk ---
export PLATFORM = sky130hd
export DESIGN_NAME = fdiv
export DESIGN_NICKNAME = fdiv
export VERILOG_FILES = /design/flow/design.v
export SDC_FILE = /design/flow/constraint.sdc
export NUM_CORES = 4
export LEC_CHECK = 1
export CORE_UTILIZATION = 30
--- run.sh ---
#!/bin/bash
# OpenROAD 26Q1-2900-gdf79404cd8, Yosys 0.63+post, stock flow scripts
make -C /OpenROAD-flow-scripts/flow DESIGN_CONFIG=/design/flow/config.mk WORK_HOME=/design/flow/orfs finish
--- constraint.sdc ---
current_design fdiv

set clk_period 3.9
set clk_io_pct 0.2

create_clock -name clk0 -period $clk_period [get_ports {clkin}]

set non_clock_inputs [all_inputs -no_clocks]
set_input_delay [expr $clk_period * $clk_io_pct] -clock clk0 $non_clock_inputs
set_output_delay [expr $clk_period * $clk_io_pct] -clock clk0 [all_outputs]
==> out/results.ini <==
[clocking]
postCtsResizedCells = 0
h-tree-depth = 2
worstSkewPairLatency_ps = 290
cts_sinks = 33
clk_path_buf_depth = 2
cts_hold_buf = 0
root_buffer = clkbuf_8
cts_tree = built
cts-buffers-inserted = 5
clkTransAtPathRegs_ps = 70
post_cts_buffers = 0

[worst_setup_path]
crit_type = reg -> reg
startpoint_type = flip-flop
worst_ep_required_time_ps = 3830
path_cells = inv_1 -> ha_1 -> nor4b_1 -> nand4b_1 -> nor2_2
slowest_delay_ps = 470
cp-end-kind = flip-flop
cp_max_fo = 10
worst_ep_arrival_time_ps = 1810
slowest_stage = nor2_2

[synthesis]
seq_area_frac_synth = 0.458
yosys.cell_types.count = 28
top_area_cell = dfxtp_1
synth_chip_area_sq_mm = 0.00146
synth_top_area_share = 0.438
synth_warnings = 1
syn_area_per_cell_sq_um = 10.0
common_cells = 32 x dfxtp_1, 21 x xnor2_1, 14 x nand3_1, 14 x nand4_1, 13 x nor2_1
netlist_instances = 146
synthTopCellsByArea = dfxtp_1 44%, xnor2_1 13%, nand4_1 6.0%, nand3_1 4.8%, nor4_4 4.4%
async_flop_share = 0
netlist_area_sq_mm = 0.00146
ys_ff = 33
edf_count = 1
ys.flop_type = dfxtp_1
synth_dominant_cell_count = dfxtp_1
ys_cells = 146

[placement]
gp_congestion = 0.861
io_buffers = 1
dp_hpwl_microns = 1790
placed_cells = 214

[final_layout]
syn2layout_area_growth_pct = 14.4
stdcell_count = 222
drive_gt1_frac = 0.0968
nFillCells = 465

[sta]
relSlewSlack = 0.609
setup_violations = 0
rsz0062_at_grt = false
worst_pin_slew_ps = 582
min_period_ps = 1870
clock_skew_ps = 13.2
slew_violations = 0
fmax_mhz = 533
fin_setup_tns_ps = 0
period_used_share = 0.481
final_hold_viol_count = 0

[route]
route.detailed.drc = 0
via_count = 1002
dr.first_iter.drc_count = 104
drt_pre_antenna_iters = 4
drt-total-wl_microns = 2550
vias_per_cell = 4.51
final_antenna_net_count = 0
avgRoutedWirePerCell_microns = 11.5
insertedDiodeCount = 0

[pwr]
power.density_mw_per_mm2 = 398
power.leakage_nw = 0.519
peakVddDrop_v = 0.000241

[floorplanning]
initCoreUtil = 0.310
num_rows = 25
io_pins = 2
dieArea_sq_mm = 0.00516
core_region_area_sq_mm = 0.00472
die_h_microns = 71.9
die_w_microns = 71.9

[global_route]
grt_overflow = 0
grt_use_total = 0.115
grt_pass1_vias = 965
grt_pass1_wl_microns = 4530
grt_antenna_before_repair = 0
grt_max_degree = 11

[job]
maxCapViolCount = 0
warnings = 26

[status]
status = finished, final reports clean

[worst_hold_path]
hold_path.class = reg -> reg

layer usage:
layer / GRT usage / part of all wire / vias up
met5: 0 / 0 / -
met4: 0.0109 / 0.0055 / 0
met2: 0.160 / 0.39 / 15
met1: 0.184 / 0.55 / 447
li1: - / - / 538
met3: 0.0371 / 0.049 / 2
critical path: cells and delay by family, from the launching register on:
kind | cells | cell delay, ps
adders and majority gates | 1 | 140
buffers and inverters | 1 | 70
DFF | 1 | 350
and+or+nand+nor | 3 | 970
final cells by class:
class                      count  area, sq um  area share
timing repair buffer           1         10.0     0.00598
inverter                       6         22.5      0.0135
sequential                    33          671       0.401
clock buffer                   7         86.3      0.0516
multi-input combinational    107          771       0.460
clock inverter                 1         30.0      0.0179
tap                           67         83.8      0.0501
path summary, 6_finish.rpt:
path	from	end	slack, ps	cells past startpoint
worst max-delay path	cont[0]	clkout	2030	5
worst min-delay path	cont[30]	cont[30]	480	1
worst max register to register	cont[0]	clkout	2030	5
worst min register to register	cont[30]	cont[30]	480	1
sequential cells by signal, indices dropped and copies added, names as in the netlist:
signal and cells:
cont 32, clkout 1
power breakdown:
group / switching (mW) / total, mW / internal [mW]
registers: 0 / 0.338 / 0.338
clock network: 0.119 / 0.328 / 0.208
logic: 0 / 0.000000192 / 0
placed cells by master, fill, tap and decap left out, types with 3 or more instances in the layout:
master and count:
inv_1 6, xor2_1 6, nand3_1 14, nor2_1 13, nand4_1 14, nor4_1 3
dfxtp_1 32, nor3_1 5, clkbuf_8 6, nor4_4 3, xnor2_1 21, nand2_1 8
stage by stage:
| step | instance area, sq um | power, mW | utilization | setup WS, ps | hold slack [ps] |
|---|---|---|---|---|---|
| 6_report | 1670 | 0.666 | 0.354 | 2030 | 484 |
| 5_1_grt | 1670 | 0.690 | 0.354 | 1930 | 508 |
| 4_1_cts | 1670 | 0.674 | 0.354 | 2000 | 483 |
| 3_5_place_dp | 1560 | 0.346 | 0.330 | 2000 | 475 |
| 3_3_place_gp | 1560 | 0.346 | 0.330 | 1990 | 472 |
| 2_1_floorplan | 1460 | 0.346 | - | 2390 | 435 |
cell families after synthesis:
family / share of synthesized area
xor gates and xnor gates: 0.162
AOI/OAI and AO/OA: 0.0231
adders and majority gates: 0.0171
buffers and inverters: 0.0154
and+or+nand+nor: 0.318
DFF: 0.458
muxes: 0.00684
Power and IR drop assume default switching activity.
